$ cat ./run.sh
#!/bin/bash
# OpenROAD 26Q1-2900-gdf79404cd8, Yosys 0.63+post, stock flow scripts
make -C /OpenROAD-flow-scripts/flow DESIGN_CONFIG=/design/flow/config.mk WORK_HOME=/design/flow/orfs finish
$ cat ./config.mk
export PLATFORM = sky130hd
export DESIGN_NAME = B2BCD
export DESIGN_NICKNAME = B2BCD
export VERILOG_FILES = /design/flow/design.v
export SDC_FILE = /design/flow/constraint.sdc
export NUM_CORES = 4
export LEC_CHECK = 1
export CORE_UTILIZATION = 30
$ cat ./constraint.sdc
current_design B2BCD

set clk_period 6.0
set clk_io_pct 0.2

create_clock -name clk0 -period $clk_period [get_ports {clk}]

set non_clock_inputs [all_inputs -no_clocks]
set_input_delay [expr $clk_period * $clk_io_pct] -clock clk0 $non_clock_inputs
set_output_delay [expr $clk_period * $clk_io_pct] -clock clk0 [all_outputs]
$ cat ./design.v
`timescale 1ns / 1ps
module B2BCD(clk,B,E,CAtoCG,dp);
input clk;
input [11:0] B;
output reg [6:0] CAtoCG;
output reg [7:0] E;
output dp;
reg [3:0] cnt;
reg [1:0] s;
reg [11:0] R;
reg [3:0]c;
reg [3:0] BCD3,BCD2,BCD1,BCD0;
reg [3:0] D3,D2,D1,D0;
wire z;
localparam [3:0] I = 12;
localparam[1:0]s0 =2'b00, s1 = 2'b01, s2 = 2'b10;
initial s = s0; 
initial cnt = 0;
initial R = 0;
initial D0 = 0; initial D1 = 0; initial D2 = 0; initial D3 = 0;
initial BCD3 = 0; initial BCD2 = 0; initial BCD1 = 0; initial BCD0 = 0;
always @(posedge clk)
case (s)
    0: s <= 1;
    1: if(!z) s <= 2; else s <= 0;
    2: s <= 1; 
    2: s <= 1; 
    2: s <= 1; 
    default: s <= 0;
endcase
always @(*)
case (s)
    0: c = 4'b1000;
    1: if(z) c = 4'b0001; else c = 4'b0010;
    2: c = 4'b0100;
    default: c = 4'b1000;
endcase
always @(posedge clk)
case (c)
    8: cnt <= I;
    4: cnt <= cnt - 1;
    default: cnt <= cnt;
endcase
assign z = ~(cnt[3] | cnt[2] | cnt [1] | cnt[0]);
always @(posedge clk)
case (c)
    4'b1000: R <= B;
    4'b0100: R <= {R[10:0], 1'b0};
    default: R <= R;
endcase
always @(posedge clk)
case (c)
    4'b0001: BCD0 <= D0;
    4'b0010: if(D0 > 4'b0100) D0 <= D0 + 4'b0011; else D0 <= D0;
    4'b0100: D0 <= {D0[2:0],R[11]};
    4'b1000: D0 <= 4'b0000;
    default: D0 <= D0;
endcase
always @(posedge clk)
case (c)
    4'b0001: BCD1 <= D1;
    4'b0010: if(D1 > 4'b0100) D1 <= D1 + 4'b0011; else D1 <= D1;
    4'b0100: D1 <= {D1[2:0],D0[3]};
    4'b1000: D1 <= 4'b0000;
    default: D1 <= D1;
endcase
always @(posedge clk)
case (c)
    4'b0001: BCD2 <= D2;
    4'b0010: if(D2 > 4'b0100) D2 <= D2 + 4'b0011; else D2 <= D2;
    4'b0100: D2 <= {D2[2:0],D1[3]};
    4'b1000: D2 <= 4'b0000;
    default: D2 <= D2;
endcase
always @(posedge clk)
case (c)
    4'b0001: BCD3 <= D3;
    4'b0010: if(D3 > 4'b0100) D3 <= D3 + 4'b0011; else D3 <= D3;
    4'b0100: D3 <= {D3[2:0],D2[3]};
    4'b1000: D3 <= 4'b0000;
    default: D3 <= D3;
endcase
assign BCD = {BCD3,BCD2,BCD1,BCD0};
reg [19:0] cntr=0;
reg [5:0] dout;
always@ (posedge clk)
    cntr <= cntr + 1;
always@ (cntr[19:17])
begin
    case(cntr[19:17])
        0: E <= 8'b11111110;
        1: E <= 8'b11111101;
        2: E <= 8'b11111011;
        3: E <= 8'b11110111;
        4: E <= 8'b11101111;
        5: E <= 8'b11011111;
        6: E <= 8'b10111111;
        7: E <= 8'b01111111;
  default: E <= 8'b11111111;
  endcase
end
always@ (*)
begin
    case(cntr[19:17])
        0: dout <= {1'b1,BCD0[3:0],1'b1};
        1: dout <= {1'b1,BCD1[3:0],1'b1};
        2: dout <= {1'b1,BCD2[3:0],1'b1};
        3: dout <= {1'b1,BCD3[3:0],1'b1};
        4: dout <= {1'b0,4'd0,1'b1};
        5: dout <= {1'b0,4'd0,1'b1};
        6: dout <= {1'b0,4'd0,1'b1};
        7: dout <= {1'b0,4'd0,1'b1};
        default: dout <= 6'b111111;
      endcase
 end
 assign dp = dout[0];
 always@(dout)
 begin
    if(dout[5])
        case(dout[4:1])
            0: CAtoCG <= 7'b0000001;
            1: CAtoCG <= 7'b1001111;
            2: CAtoCG <= 7'b0010010;
            3: CAtoCG <= 7'b0000110;
            4: CAtoCG <= 7'b1001100;
            5: CAtoCG <= 7'b0100100;
            6: CAtoCG <= 7'b0100000;
            7: CAtoCG <= 7'b0001111;
            8: CAtoCG <= 7'b0000000;
            9: CAtoCG <= 7'b0000100;
            10:CAtoCG <= 7'b0001000; 
            11:CAtoCG <= 7'b1100000;
            12:CAtoCG <= 7'b0110001;
            13:CAtoCG <= 7'b1000010;
            14:CAtoCG <= 7'b0110000;
            15:CAtoCG <= 7'b0111000;
        endcase
else
         CAtoCG <= 7'b1111111;   
end
endmodule
==> run_results.csv <==
group,metric,value,unit
status,status,"finished clean",
synth,synth_cells,297,
synth,ys_area,3280,µm²
synth,synth_warnings,2,
die,die_h,107,µm
routing,drt_iter0_drc,119,
clocking,post_cts_buffers,0,
grt,grt_first_pass_wirelength,8.80,mm
timing,slew_viol_final,0,
critical_path,cp-start-kind,"flop",
timing,fin_skew,0.00677,ns
pwr,p_total,898,µW
synth,ff_type,"edfxtp_1",
synth,yosys.stat.seqShare,57.3,%
grt,antenna_found_initial,0,
place,hpwl,3.47,mm
timing,fin_crit,4.26,ns
timing,rsz0062_at_grt,"no",
min_path,min_path_cells,1,
cells_and_area,final.fill_count,1034,
routing,drtPass1Iterations,4,
grt,grt_pass1_vias,1971,
run,drv_cap,0,
timing,period_used_share,71.1,%
synth,avgSynthCellArea,11.1,µm²
clocking,clock_sinks,70,
synth,synth_area,3280,µm²
synth,ys_types,41,
place,io_buffers,27,
synth,yosys_cells,297,
die,die_area,11400,µm²
routing,drc,0,
clocking,cts_buffer_depth,2,
clocking,clk_latency,0.35,ns
grt,grt_usage,9.92,%
routing,ant_nets,0,
cells_and_area,layout-drive-gt1-share,8.79,%
pwr,vdd_ir_drop_max,126,µV
die,die_width,107,µm
cells_and_area,area_growth,18.3,%
die,core.rowCount,37,
clocking,cts_buffers,9,
synth,post-synth-top-count-cell,"nand2_1",
routing,viasPerCell,4.53,
timing,tightest_slew,0.791,ns
routing,vias,2113,
clocking,clkTransAtPathRegs,0.08,ns
synth,ys.flops,70,
synth,common_cells,"nand2_1, edfxtp_1, dfxtp_1, inv_1, o21ai_0",
critical_path,reg2regPathDepth,5,
clocking,cts-resized-gates,0,
die,num_io_pins,29,
synth,top_cell_area_share,43.9,%
critical_path,critPathRequiredTime,4.80,ns
synth,edf_count,48,
clocking,hold_buffers,0,
critical_path,end_kind,"output pin",
clocking,cts.htree.levels,3,
clocking,cts_root_buf,"clkbuf_8",
synth,top_area_cell,"edfxtp_1",
timing,setup_violations,0,
timing,tns,0,ns
routing,diodes,0,
critical_path,worstSetupPathType,"reg -> out",
routing,wl_per_cell,11.0,µm
timing,slew_headroom,47.1,%
run,tool_warnings,29,
routing,finalWirelength,5.11,mm
clocking,cts_tree,"yes",
place,place_congestion,0.760,
critical_path,arrival,3.06,ns
synth,synth-async-reset-ratio,0,%
die,design.core.area,10500,µm²
pwr,power.density,231,nW/µm²
timing,fmax,0.235,GHz
synth,area_leaders,"edfxtp_1, dfxtp_1, nand2_1, ha_1, xnor2_1",
critical_path,path_max_fanout,15,
timing,hold_viol,0,
die,fp_util,31.4,%
min_path,min_path_type,"reg -> reg",
grt,overflow,0,
grt,grt_max_degree,25,
pwr,power.leakage,1.42,nW
[per-stage QoR]
step / cells / area [µm²] / worst slack, ns / hold slack [ns] / util, %
3_5_place_dp: 450 / 3680 / 2.11 / 0.395 / 35.2
3_3_place_gp: 450 / 3680 / 2.18 / 0.390 / 35.2
4_1_cts: 466 / 3880 / 1.72 / 0.415 / 37.1
6_report: 466 / 3880 / 1.74 / 0.412 / 37.1
2_1_floorplan: 297 / 3280 / 2.80 / 0.379 / -
5_1_grt: 466 / 3880 / 1.52 / 0.441 / 37.1
[cells in the final DEF, fill, tap and decap left out, types with 4 or more instances in the layout]
cell	n
dfxtp_1	22
o21ai_0	19
inv_1	22
xor2_1	12
clkdlybuf4s50_1	27
nor2_1	15
a21oi_1	8
ha_1	12
edfxtp_1	48
mux4_2	4
clkbuf_8	9
nand2_1	50
nand4_1	5
xnor2_1	14
buf_4	4
nand3_1	9
mux2i_1	4
o22ai_1	8
[registers in the layout, summed over array words and instances (netlist names)]
name and count:
D1 4, BCD2 4, D3 4, BCD1 4, BCD3 4, cntr 20, D0 4, R 12
s 2, cnt 4, BCD0 4, D2 4
[final timing paths]
| kind | startpoint | endpoint | slack, ns |
|---|---|---|---|
| worst max-delay path | cntr[17] | CAtoCG[6] | 1.74 |
| worst min-delay path | s[0] | s[0] | 0.41 |
| worst max register to register | s[0] | BCD1[2] | 3.97 |
| worst min register to register | s[0] | s[0] | 0.41 |
[layout make-up]
type,count,area [µm²],share of cell area (%)
repair buffers,31,300,7.73
multi-input cells,191,1240,32.1
flip-flops and latches,70,1880,48.5
well taps,136,170,4.38
clock buffers,10,149,3.83
inverters,22,82.6,2.13
clock inverters,6,55.1,1.42
[per-layer routing]
| layer | up-vias | global-route usage (%) | wire length, µm |
|---|---|---|---|
| met5 | - | 0 | 0 |
| met4 | 0 | 1.57 | 53 |
| met3 | 5 | 2.91 | 240 |
| met2 | 49 | 15.1 | 2250 |
| met1 | 967 | 15.0 | 2570 |
| li1 | 1092 | - | - |
[cell families (layout without fill, tap and decap cells)]
logic type                 count (synthesis)  in the layout  share of synthesized area (%)
buffers and inverters                     36             69                           4.73
and+or+nand+nor                          100            100                           14.4
other                                      1              1                          0.114
DFF                                       70             70                           57.3
AOI/OAI and AO/OA                         44             44                           7.89
xor gates and xnor gates                  26             26                           6.94
adders and majority gates                 12             12                           4.57
muxes                                      8              8                           3.97
[power by group]
group / total [mW] / internal (mW) / switching (mW)
sequential: 0.508 / 0.508 / 0
combinational: 0.00805 / 0.00696 / 0.00109
clock: 0.381 / 0.186 / 0.196
total: 0.898 / 0.701 / 0.197
[worst max-delay path, cell delays in order (launching register included)]
cell and delay [ns]:
dfxtp_1 0.65, mux4_2 0.61, nand2b_1 0.20, inv_1 0.10
ha_1 0.29, mux2i_1 0.16, nor2_1 0.06, a211o_1 0.27
clkdlybuf4s50_1 0.39
Power figures rest on the tool's default switching activity, not on a simulated workload.
